## design/flow/config.mk

```make
export PLATFORM = sky130hd
export DESIGN_NAME = rggen_bit_field_counter
export DESIGN_NICKNAME = rggen_bit_field_counter
export VERILOG_FILES = /design/flow/design.v
export SDC_FILE = /design/flow/constraint.sdc
export NUM_CORES = 4
export LEC_CHECK = 1
export CORE_AREA = 10 10 70 70
export DIE_AREA = 0 0 80 80
```

## design/flow/constraint.sdc

```tcl
current_design rggen_bit_field_counter

set clk_period 1.6
set clk_io_pct 0.2

create_clock -name clk0 -period $clk_period [get_ports {i_clk}]

set non_clock_inputs [all_inputs -no_clocks]
set_input_delay [expr $clk_period * $clk_io_pct] -clock clk0 $non_clock_inputs
set_output_delay [expr $clk_period * $clk_io_pct] -clock clk0 [all_outputs]
```

## design/flow/design.v

```verilog
module rggen_bit_field_counter #(
  parameter int             WIDTH         = 4,
  parameter bit [WIDTH-1:0] INITIAL_VALUE = '0
)(
  input   logic                 i_clk,
  input   logic                 i_rst_n,
  rggen_bit_field_if.bit_field  bit_field_if,
  input   logic                 i_clear,
  input   logic                 i_up,
  input   logic                 i_down,
  output  logic [WIDTH-1:0]     o_count
);
  logic [WIDTH-1:0] count;
  assign  o_count                 = count;
  assign  bit_field_if.read_data  = count;
  assign  bit_field_if.value      = count;
  always_ff @(posedge i_clk, negedge i_rst_n) begin
    if (!i_rst_n) begin
      count <= INITIAL_VALUE;
    end
    else if (bit_field_if.valid && (|bit_field_if.write_mask)) begin
      count <=
        (bit_field_if.write_data & ( bit_field_if.write_mask)) |
        (count                   & (~bit_field_if.write_mask));
    end
    else if (i_clear) begin
      count <= INITIAL_VALUE;
    end
    else if ({i_up, i_down} == 2'b10) begin
      count <= count + 1;
    end
    else if ({i_up, i_down} == 2'b01) begin
      count <= count - 1;
    end
  end
endmodule
```

## design/flow/run.sh

```bash
#!/bin/bash
# OpenROAD 26Q1-2900-gdf79404cd8, Yosys 0.63+post, stock flow scripts
make -C /OpenROAD-flow-scripts/flow DESIGN_CONFIG=/design/flow/config.mk WORK_HOME=/design/flow/orfs finish
```

==> flow_metrics.rpt <==
IMPLEMENTATION SUMMARY REPORT
----------------------------------------------------
[Clocking]
  Post-CTS Setup Inserts ........................ 0
  Clock-pin transition on the worst setup and hold timing paths ........................ 0.04 ns
  CTS tree ........................ done
  Latency at later pin ........................ 0.23 ns
  Clock sink total ........................ 4
  Max Buffers Root-to-Sink ........................ 2
  CTS H-tree lvls ........................ 1
  Root Buffer ........................ sky130_fd_sc_hd__clkbuf_4
  Number of buffers added by the clock tree synthesis step ........................ 3

[Route]
  Routed met2 length ........................ 168 um
  First-pass iteration count of the detailed router ........................ 3
  WL met3 ........................ 40 um
  Post-detailed-route count of antenna-violating nets ........................ 0
  Top layer reached by signal wires ........................ met4
  Number of design rule violations left after detail routing ........................ 0
  Vias per Instance ........................ 2.28
  Diodes inserted ........................ 0
  Overall routed net length ........................ 495 um
  Avg WL per Cell ........................ 6.35 um
  Wire length the detailed router placed on met1 ........................ 257 um
  DR iter-0 viols ........................ 5
  Number of vias in the routed layout ........................ 178

[Setup path]
  Data required time of the worst path ........................ 1.71 ns
  Endpoint of the worst register-to-register path ........................ count[3]$_DFF_PN0_
  Critical path launch point ........................ i_down
  R2R Path Start ........................ count[1]$_DFF_PN0_
  Worst reg2reg path depth ........................ 5
  Type of element launching the critical path ........................ input pin
  Critical path type ........................ in2reg
  Type of element capturing the critical path ........................ register
  CP arrival ........................ 1.63 ns
  Flop2flop setup slack ........................ 0.33 ns
  Maximum fanout count along the critical path ........................ 4

[Cells and area]
  Multi-input logic area ........................ 116 um2
  Layout cell share with drive strength beyond 1 ........................ 0.188
  Layout Area Growth over Synthesis ........................ 69.1%
  Most used cells in the layout excluding fill and tap cells ........................ sky130_fd_sc_hd__clkdlybuf4s50_1, sky130_fd_sc_hd__nor2_1, sky130_fd_sc_hd__dfrtp_1
  Max FFs per register ........................ 4
  Leading registers by flop count ........................ count x4
  Reg area ........................ 100 um2
  Tally of filler cells in the layout ........................ 393
  Most frequent logic cell in the layout ........................ sky130_fd_sc_hd__clkdlybuf4s50_1
  Largest reg by FF count ........................ count

[Synth]
  Cell type with the largest total area after synthesis ........................ sky130_fd_sc_hd__dfrtp_1
  Synth Area in Simple Gates ........................ 0.122
  Largest family of logic cells by area ........................ adder cells
  Yosys aoi share ........................ 0.0691
  Number of flip-flops and latches in the synthesized netlist ........................ 4
  Synthesized area divided by synthesized cell count ........................ 11.2 um2
  Distinct cell type count of the synthesized netlist ........................ 11
  Number of instances in the synthesized netlist ........................ 21
  Seq/Total Area, Yosys ........................ 0.426
  Share of cell area taken by muxes after synthesis ........................ 0
  Yosys Chip Area ........................ 235 um2
  Mapped cell area ........................ 235 um2
  Post-synthesis xor/xnor area fraction ........................ 0.112
  Main area contributors after synthesis ........................ sky130_fd_sc_hd__dfrtp_1, sky130_fd_sc_hd__ha_1, sky130_fd_sc_hd__fa_1
  Total number of yosys warnings ........................ 14
  Cell count listed in synth_stat.txt ........................ 21
  Fraction of post-synthesis cell area in the top cell type by area ........................ 0.426
  Post-synthesis adder-cell area fraction ........................ 0.191

[GRT]
  Initial antenna violation count ........................ 0
  Pin count of the biggest net entering global routing ........................ 5
  Gr usage total ........................ 0.0153
  First-pass GRT wire length ........................ 800 um
  Vias in the first global route ........................ 199
  Global route total overflow ........................ 0

[Job]
  OpenROAD warnings ........................ 25
  Max_cap viols ........................ 0

[Place]
  Number of buffer cells added on primary ports ........................ 8
  Post-Place Worst Slack ........................ -0.201 ns
  Final HPWL DP ........................ 402 um
  Routability Congestion ........................ 0.671

[Floorplanning]
  Core area ........................ 3420 um2
  Site Rows ........................ 21
  Total die area ........................ 6400 um2
  Die Ht ........................ 80 um
  Starting density of the core ........................ 0.0689
  Horiz. Die Dim ........................ 80 um
  I/O pin count ........................ 9

[STA]
  Setup repair after global routing missed its margin ........................ false
  Count of endpoints failing hold in the final timing report ........................ 0
  Setup WS post-layout ........................ 0.0849 ns
  Sum Neg Setup Slack ........................ 0 ns
  Final count of pins violating max slew ........................ 0
  Crit path time final ........................ 1.52 ns
  Tightest Pin Transition ........................ 0.197 ns
  F_max ........................ 0.660 GHz
  Headroom to the max-slew limit ........................ 0.868
  Final setup violation count ........................ 0
  Clk_skew ........................ 0.000566 ns
  Final period util ........................ 0.947

[Pwr]
  Static leakage power ........................ 0.179 nW
  Maximum vdd ir drop ........................ 0.000145 V
  Total Power Consumption ........................ 0.429 mW
  PwrDens ........................ 1080 nW/um2

[Hold path]
  Path category of the worst min-delay check ........................ in2async

[Status]
  Result of the run ........................ finished, final reports clean

----------------------------------------------------
[metal layers]
layer,global-route usage,up-vias
met3,0.00682,2
met4,0.0123,0
met5,0,-
met2,0.0193,10
met1,0.0195,79
li1,-,87
[worst max-delay path by stage]
stage,to,slack [ns],cells after the start
CTS,count[3]$_DFF_PN0_,0.05,7
global route,count[3]$_DFF_PN0_,0.01,7
finish,count[3]$_DFF_PN0_,0.08,7
[final cells by class]
type	count	area share
sequential	4	0.252
clock buffer	3	0.0566
timing repair buffer	9	0.226
inverter	3	0.0283
multi-input combinational	13	0.292
tap	46	0.145
[kinds of logic after synthesis]
group / after synthesis
xor gates and xnor gates: 3
AOI/OAI and AO/OA: 2
and+or+nand+nor: 5
buffers and inverters: 4
DFF: 4
adders and majority gates: 3
[worst max-delay path, cell delays in order]
cell and delay (ns):
sky130_fd_sc_hd__clkdlybuf4s50_1 0.40, sky130_fd_sc_hd__nand2b_4 0.16, sky130_fd_sc_hd__ha_1 0.27, sky130_fd_sc_hd__a21o_1 0.17
sky130_fd_sc_hd__a21oi_2 0.14, sky130_fd_sc_hd__xnor2_1 0.12, sky130_fd_sc_hd__nor2_1 0.05
[repair_timing]
| action | CTS | global route |
|---|---|---|
| hold endpoints to repair | 0 | 0 |
| resized | 0 | 1 |
| endpoints found under the setup margin | 0 | 1 |
| hold buffers | 0 | 0 |
[metrics by stage]
stage	util	area, um2	instances	hold slack [ns]
5_1_grt	0.116	398	78	0.319
3_3_place_gp	0.109	373	75	0.461
2_1_floorplan	-	235	21	0.0244
4_1_cts	0.116	395	78	0.292
3_5_place_dp	0.109	373	75	0.479
6_report	0.116	398	78	0.298
[power breakdown]
part | switching (mW) | total (mW) | leakage [nW] | internal [mW]
Combinational | 0.0563 | 0.166 | 0.114 | 0.110
Clock | 0.0373 | 0.121 | 0.0138 | 0.0836
Sequential | 0.0155 | 0.142 | 0.0510 | 0.126
Total | 0.109 | 0.429 | 0.179 | 0.319
[Yosys cell counts, drive strengths merged]
library cell,instances
dfrtp,4
nor2,4
inv,3
ha,2
xnor2,2
a21o,1
a21oi,1
buf,1
fa,1
nand2b,1
xor2,1
Power is estimated from default activity; no workload was simulated.
